[design/flow/run.sh]
#!/bin/bash
# OpenROAD 26Q1-2900-gdf79404cd8, Yosys 0.63+post, stock flow scripts
make -C /OpenROAD-flow-scripts/flow DESIGN_CONFIG=/design/flow/config.mk WORK_HOME=/design/flow/orfs finish
[design/flow/config.mk]
export PLATFORM = sky130hd
export DESIGN_NAME = top
export DESIGN_NICKNAME = top
export VERILOG_FILES = /design/flow/design.v
export SDC_FILE = /design/flow/constraint.sdc
export NUM_CORES = 4
export LEC_CHECK = 1
export CORE_UTILIZATION = 50
[design/flow/constraint.sdc]
current_design top

set clk_period 13.2
set clk_io_pct 0.2

create_clock -name clk0 -period $clk_period [get_ports {clk}]

set non_clock_inputs [all_inputs -no_clocks]
set_input_delay [expr $clk_period * $clk_io_pct] -clock clk0 $non_clock_inputs
set_output_delay [expr $clk_period * $clk_io_pct] -clock clk0 [all_outputs]
[design/flow/design.v]
`timescale 1ns / 1ps
module control (
	input 	    clk,
	input 	    rst,
	input 	    data_in_valid,
	input [1:0] cnt_data,
	output 	    cnt_rst, cnt_en,
	output 	    reg_en
);
   reg   state, state_nxt;
   always @ (posedge clk) begin
      if(rst) 
	state <= 1'b0;
      else 
	state <= state_nxt;
   end
   always @* begin
      state_nxt = state;
      case (state)
	1'b0:  
	  if(data_in_valid) 
	    state_nxt = 1'b1;
	default:; 
      endcase    
   end 
   assign cnt_rst = data_in_valid;
   assign cnt_en = (state != 1'b0);
   assign reg_en = data_in_valid | (cnt_data < 2'd3);
endmodule
`timescale 1ns/1ps
module counter (  
  input 	   clk,
  input 	   rst,
  input 	   en,
  output reg [1:0] data_out
);
   always @ (posedge clk) begin  
      if (rst == 1'b1) begin
	      data_out <= 2'b0;
      end
      else if (en == 1'b1 ) begin	 
	       if(data_out != 2'b11)
	         data_out <= data_out+1'b1;
         end
      end
endmodule
`timescale 1ns/1ps
module register (  
  input		    clk,
  input             en,
  input    [31:0] data_in,   
  output reg [31:0] data_out    
);
always @ (posedge clk)  
   if (en == 1'd1) 
     data_out <= data_in;
endmodule
`timescale 1ns / 1ps
module top (  
	input 	      clk,
	input 	      rst,
	input [7:0]   data_in,
	input 	      data_in_valid,
	output [31:0] data_out,
	output 	      data_out_valid
);
   wire 	      cnt_rst, cnt_en;
   wire [1:0] 	      count;
   wire 	      reg_en;
   wire [31:0] 	      reg_data_in, reg_data_out;
   assign data_out = reg_data_out;
   assign data_out_valid = data_in_valid;
   assign reg_data_in = data_in_valid? data_in : data_in*reg_data_out;
   counter cnt (
	       	.clk(clk),
	       	.rst(cnt_rst),
	       	.en(cnt_en),
	       	.data_out(count)
		);
   register preg (
	       	    .clk(clk),
	       	    .en(reg_en),
	       	    .data_in(reg_data_in),
	       	    .data_out(reg_data_out)
		    );
   control controler (
		      .clk(clk),
		      .rst(rst),
		      .data_in_valid(data_in_valid),
		      .cnt_data(count),
		      .cnt_rst(cnt_rst), 
		      .cnt_en(cnt_en),
		      .reg_en(reg_en)
		      );
endmodule
==> summary.txt <==
run metrics: clk root buf clkbuf_16, crit path to preg.data_out[25], FP Core Util 51.9%, clock buffer depth 2, RSZ-0062 raised after global routing false, DR pass1 iterations 4, logic area 6330 sq um, crit share post-route 57.7%, max-slew violation count 0, fill count 1305, Iteration-0 DRC Markers 204, cell count listed in synth_stat.txt 843, final WL 17200 um, syn avg cell area 9.46 sq um, vias in the first global route 6033, WP data arrival 7.64 ns, gp weighted congestion 0.900, post-CTS setup buffer count 0, crit end category flip-flop, CTS clock-pin slew for the worst setup and hold paths 0.06 ns, final setup fails 0, reg-to-reg slack, setup 8.08 ns, Largest type area fraction 39.2%, PortBufs 43, largest net degree at the start of global routing 45, CP Max Fanout 30, Sink Count 35, critical path launch point type input pin, Synth top cell by count and2_1, DP HPWL 13100 um, Slew @ Worst Pin 0.603 ns, vias per cell 5.19, worst r2r dst preg.data_out[25], Reg area 1020 sq um, Gates resized, CTS repair 0, Die Y 128 um, top cells, area fa_1 (39%), and2_1 (14%), edfxtp_1 (12%), first-pass GRT wire length 30000 um, count of library flops with an enable pin 32, WL/cell 15.8 um, count of tool warnings 25, slowest CP cell a2111oi_0, CTS tree yes, Worst-Skew Late Latency 0.28 ns, timing startpoint of the critical path data_in[3], min-delay worst type reg -> reg, synthesized area 7980 sq um, area delta synth->final 10.1%, Ys Warns 3, Placement Cell Area 8640 sq um, post-route setup TNS 0 ns, R2R depth 14, Rel. slew slack 59.3%, synth unique cells 53, worst r2r src preg.data_out[7], hold buffers post-CTS 0, Most used DFF post-synth edfxtp_1, CP Class in -> reg, Max Cap Viol 0, Async SR Flop Fraction 0%, Registers, synthesis 35, num rows 45, core area 15400 sq um, total track usage 25.0%, # diodes 0, DR DRC count 0, Final min period 7.62 ns, worst-path cell chain clkdlybuf4s50_1 > buf_4 > and2_1 > fa_1 > fa_1 > fa_1 > inv_1 > fa_1 > inv_1 > ha_1 > a2111oi_0 > a211oi_1 > nor2_1 > o31ai_1 > a31oi_1 > mux2_1, Overflow after GRT 0, initial antenna violation count 0, Req. time, crit path 13.23 ns, vias 5645, layout cells sized above 1 3.31%, Final Instance Area 8780 sq um, Crit path depth 16, post-route ant nets 0, Max Freq 0.131 GHz, post-synth top area cell fa_1, final hold viol count 0, most frequent CP cell fa_1, Die Area 16500 sq um, Final Skew 0.0122 ns, H-tree Lvls 2, Worst path top cell family by delay adder cells, status completed, chip width 128 um, Synth top cells by count and2_1 (174), fa_1 (156), inv_1 (138), CP max stage delay 0.52 ns, CTS buffer count 5, Chip Area, Yosys 7980 sq um, Buf/Inv on CP 4, Synth Instances 843, I/O pins 44, hold path cells 2, Synth Seq Share 12.8%
==> worst min path at each step <==
stage | start | end | slack (ns)
6_report | controler.state | controler.state | 0.47
4_1_cts | controler.state | controler.state | 0.47
5_1_grt | controler.state | controler.state | 0.53
==> sequential cells by signal (all words and copies together) (netlist names) <==
| register | flops |
|---|---|
| preg.data_out | 32 |
| cnt.data_out | 2 |
| controler.state | 1 |
==> layer usage <==
metal | share of wire, % | vias to the layer above | track usage, %
li1 | - | 2683 | -
met1 | 45 | 2783 | 39.8
met2 | 47 | 171 | 38.5
met3 | 7.8 | 8 | 7.70
met4 | 0.48 | 0 | 1.38
met5 | 0 | - | 0
==> logic make-up after synthesis <==
logic type      count (synthesis)  share of synthesized area (%)
compound gates                 92                           7.80
xor+xnor                       30                           3.47
fa+ha+maj                     197                           45.6
buf+inv                       165                           7.81
flops                          35                           12.8
mux                             8                           1.16
simple gates                  316                           21.4
==> worst register-to-register path, stage by stage, from the launching register on <==
cell and delay (ns):
edfxtp_1 0.57, and2_1 0.27, fa_1 0.44, fa_1 0.49
fa_1 0.55, inv_1 0.05, fa_1 0.47, inv_1 0.04
ha_1 0.31, a2111oi_0 0.52, a211oi_1 0.22, nor2_1 0.31
o31ai_1 0.13, a31oi_1 0.19, mux2_1 0.33
==> layout make-up <==
type,count,area share [%]
clock inverters,3,0.171
flip-flops and latches,35,11.6
clock buffers,5,1.42
repair buffers,53,5.76
multi-input cells,643,72.1
well taps,211,3.01
inverters,138,5.90
==> stage by stage <==
step / hold slack [ns] / setup slack (ns) / utilization (%) / instances
after CTS: 0.470 / 5.56 / 57.1 / 1088
after floorplan: 0.427 / 5.97 / - / 843
final: 0.465 / 5.58 / 57.1 / 1088
after global routing: 0.527 / 5.25 / 57.1 / 1088
after global placement: 0.447 / 5.33 / 56.2 / 1080
after detailed placement: 0.457 / 5.26 / 56.2 / 1080
==> placed cells by master (no fill, tap or decap), drive strengths merged, types with 8 or more instances in the layout <==
master,Yosys,final
and2,174,174
fa,156,156
inv,138,138
nand2,75,75
clkdlybuf4s50,0,43
ha,41,41
nor2,36,36
edfxtp,32,32
a21oi,32,32
xnor2,17,17
o21ai,17,17
xor2,12,12
buf,1,10
nor2b,8,8
