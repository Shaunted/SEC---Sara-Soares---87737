==> flow/design.v <==
`timescale 1ns / 1ps
module xctrl (
	      input                    clk,
	      input                    rst,
	      output reg [10-2:0] pc,
	      input [32-1:0]     instruction,
	      output                   mem_sel,
	      output                   mem_we,
	      output reg [10-1:0] mem_addr,
	      input [32-1:0]      mem_data_from,
	      output [32-1:0]     mem_data_to
	      );
   wire [4-1 :0] 		  opcode;
   wire signed [32-1:0] 		  imm;
   reg [32-1:0] 			  operand;
   reg [32-1:0] 			  regA;
   reg [32-1:0] 			  regB;
   reg [2:0]                              regC;
   reg [32-1:0]                      alu_result;
   reg                                    alu_carry;
   reg                                    alu_overflow;
   reg                                    alu_negative;
   wire                                   load_imm_ops = (opcode == 6 || opcode == 7);
   wire                                   load_mem_ops = (opcode == 8 || opcode == 10);
   wire                                   load_ops = load_imm_ops | load_mem_ops;
   wire                                   store_mem_ops = (opcode == 9 || opcode == 11);
   wire                                   alu_imm_ops = (opcode == 0 || opcode == 3);
   wire                                   alu_arith_ops  = (opcode == 0 || opcode == 1 || opcode == 2);
   wire                                   alu_logic_ops  = (opcode == 4 || opcode == 5);
   wire                                   alu_mem_ops  = (alu_arith_ops && opcode != 0) || alu_logic_ops;
   wire                                   alu_ops  = alu_imm_ops | alu_logic_ops | alu_arith_ops ;
   wire                                   imm_ops = load_imm_ops | alu_imm_ops;
   wire                                   branch_ops = (opcode == 12 || opcode == 14 || opcode == 13 || opcode == 15);
   assign opcode  = instruction[32-1 -: 4];
   assign imm  = (opcode == 7)?                 
                 {instruction[32/2-1:0], regA[32/2-1:0]} :
                 { { (32-28) {instruction[28-1]} }, instruction[28-1:0]};
   assign mem_sel = (store_mem_ops | load_mem_ops | alu_mem_ops) && mem_addr != (512+2**4) && mem_addr != (512+2**4+1);
   assign mem_we = store_mem_ops;
   assign mem_data_to = regA;
   always @ * begin
      if(opcode == 10 || opcode == 11)
        mem_addr = regB[10-1:0];
      else
        mem_addr = imm[10-1:0];
   end
   always @ * begin
      operand = 0;
      if(load_ops || alu_ops) begin
         if (mem_addr == ((512+2**4)))
           operand = regB;
         else if (mem_addr == ((512+2**4+1)))
	   operand = regC | 0;
         else if (imm_ops)
           operand = imm;
         else if (mem_sel)
           operand = mem_data_from;
      end
   end
   always @(posedge clk, posedge rst)
      if(rst)
        pc  <= 0;
      else begin
         pc <= pc + 1'b1;
         if (opcode == 12 && regA == 0) begin 
	    pc <= imm[10-1:0];
         end else if (opcode == 14 && regA != 0) begin
	    pc <= imm[10-1:0];
         end else if (opcode == 13 && regA == 0) begin 
	    pc <= regB[10-1:0];
         end else if (opcode == 15 && regA != 0) begin
	    pc <= regB[10-1:0];
         end
      end
   always @(posedge clk, posedge rst)
      if(rst)
        regA <= 0;
      else if (load_ops)
	regA <= operand;
      else if(alu_ops)
	regA <= alu_result;
      else if(branch_ops)
        regA <= regA-1'b1;
   always @(posedge clk, posedge rst)
     if(rst)
       regB <= 0;
     else if (mem_addr == (512+2**4) && mem_we) 
       regB <= regA;
   always @(posedge clk, posedge rst)
      if(rst)
        regC <= 3'b0;
      else if (alu_ops)
        regC <= {alu_negative, alu_overflow, alu_carry};
   reg [32-1:0] carry_res_n_1;
   reg               carry_res_n;
   reg [32-1:0] adder_res;
   always @*
     if(opcode == 2)
       carry_res_n_1 = {1'b0, regA[32-2:0]} - {1'b0,operand[32-2:0]};
     else
       carry_res_n_1 = {1'b0, regA[32-2:0]} + {1'b0,operand[32-2:0]};
   always @*
     if(opcode == 2)
       carry_res_n = (regA[32-1] & ~operand[32-1]) +  (regA[32-1] ^ ~operand[32-1]) & carry_res_n_1[32-1];
     else
       carry_res_n = (regA[32-1] & operand[32-1]) +  (regA[32-1] ^ operand[32-1]) & carry_res_n_1[32-1];
   always @*
     if(opcode == 2)
       adder_res = carry_res_n_1 + {regA[32-1], {32-1{1'b0}}} - {operand[32-1],{32-1{1'b0}}};
     else
       adder_res = carry_res_n_1 + {regA[32-1], {32-1{1'b0}}} + {operand[32-1],{32-1{1'b0}}};
   wire [32-1:0] and_res = regA & operand;
   wire [32-1:0] xor_res = regA ^ operand;
   always @* begin
      alu_result = 0;
      alu_carry = 0;
      alu_negative = 0;
      alu_overflow = 0;
      if(alu_arith_ops) begin
         alu_result = adder_res[32-1:0];
         alu_carry = carry_res_n;
         alu_overflow = carry_res_n ^ carry_res_n_1[32-1];
         alu_negative = adder_res[32-1];
      end else if(opcode == 3)
        if(operand[32-1]) begin  
           alu_result = regA << 1;
           alu_carry = regA[32-1];
           alu_overflow = regA[32-1] ^ regA[32-2];
           alu_negative = regA[32-2];
        end else begin  
           alu_result = {regA[32-1], regA[32-1:1]};
           alu_carry = 0;
           alu_overflow = 0;
           alu_negative = regA[32-1];
        end
      else if(opcode == 4) begin
         alu_result = and_res;
         alu_carry = 0;
         alu_negative = and_res[32-1];
         alu_overflow = 0;
      end
      else if(opcode == 5) begin
         alu_result = xor_res;
         alu_carry = 0;
         alu_negative = xor_res[32-1];
         alu_overflow = 0;
      end   
   end
endmodule
==> flow/constraint.sdc <==
current_design xctrl

set clk_period 15.3
set clk_io_pct 0.2

create_clock -name clk0 -period $clk_period [get_ports {clk}]

set non_clock_inputs [all_inputs -no_clocks]
set_input_delay [expr $clk_period * $clk_io_pct] -clock clk0 $non_clock_inputs
set_output_delay [expr $clk_period * $clk_io_pct] -clock clk0 [all_outputs]
==> flow/run.sh <==
#!/bin/bash
# OpenROAD 26Q1-2900-gdf79404cd8, Yosys 0.63+post, stock flow scripts
make -C /OpenROAD-flow-scripts/flow DESIGN_CONFIG=/design/flow/config.mk WORK_HOME=/design/flow/orfs finish
==> flow/config.mk <==
export PLATFORM = sky130hd
export DESIGN_NAME = xctrl
export DESIGN_NICKNAME = xctrl
export VERILOG_FILES = /design/flow/design.v
export SDC_FILE = /design/flow/constraint.sdc
export NUM_CORES = 4
export LEC_CHECK = 1
export CORE_UTILIZATION = 30
==> ci_impl_report.md <==
### Metrics collected by this job

| Metric | Value |
|---|---|
| Sw Pwr | `0.6071 mW` |
| Ys cells | `1452` |
| Flip-flops with a built-in enable | `0` |
| Sequential share of the synthesized area | `0.1797` |
| Largest net degree at the start of global routing | `60` |
| Clock buffer depth | `2` |
| Top Layout Cells | `nand2_1, a21oi_1, nor2_1` |
| Clock root cell | `clkbuf_16` |
| Row count | `68` |
| Final Total Pwr | `1.302 mW` |
| Top area cell types | `dfrtp_1, ha_1, nand2_1, a21oi_1, nor2_1` |
| Max Clk Rate | `0.09162 GHz` |
| Ant diodes | `0` |
| Final hold vios | `0` |
| Pwr Density | `104.3 nW/um^2` |
| Pint | `0.6946 mW` |
| Asr flop ratio synth | `1.000` |
| Vias in the first global route | `11203` |
| Crit path required time | `15550 ps` |
| Clock tree sinks | `76` |
| Rel. slew slack | `0.2961` |
| Dominant flop cell | `dfrtp_1` |
| Final HPWL DP | `34.12 mm` |
| Core area | `34630 sq um` |
| Max FO, Critical Path | `51` |
| Worst-path clk slew | `70 ps` |
| # setup viols final | `0` |
| Slowest stage delay, CP | `680 ps` |
| First-pass GRT wire length | `70.73 mm` |
| Logic pwr share | `0.582` |
| IO Pins | `119` |
| Worst reg2reg path depth | `25` |
| Crit Path Class | `in2reg` |
| Sw Share | `0.4664` |
| Pins Over Slew Limit | `0` |
| CTS tree | `yes` |
| Crit path DAT | `11160 ps` |
| Worst hold start | `regB[30]$_DFFE_PP0P_` |
| Distinct lib cells used | `90` |
| RSZ-0062 raised after global routing | `false` |
| Layout cell share with drive strength beyond 1 | `0.08917` |
| Netlist Area Pre-Place | `10580 sq um` |
| Setup bufs post-CTS | `0` |
| H-Tree Level Count | `3` |
| Layout Skew | `9.943 ps` |
| Endpoint type of the worst setup path | `flop` |
| Setup TNS | `0 ps` |
| Cts hold-fix bufs | `0` |
| R2r setup slk | `7820 ps` |
| Most numerous logic cell after layout | `nand2_1` |
| Die height | `189.8 um` |
| Crit-path slowest cell | `a21oi_1` |
| Initial antenna violation count | `0` |
| TritonCTS Buffers | `9` |
| Drt first pass iters | `5` |
| Flops & latches, synth | `76` |
| Die extent in x | `189.8 um` |
| Top-area cell share | `0.1797` |
| Per-cell routed wire length | `23.63 um` |
| Crit-path leading delay family | `AND-OR/OR-AND gates` |
| Synth-to-layout area growth | `17.89%` |
| Final Critical Period | `10920 ps` |
| Status | `finished clean` |
| R2r startpoint | `regA[7]$_DFFE_PP0P_` |
| CP Launch Type | `primary input` |
| Critical R2R Capture | `regC[1]$_DFFE_PP0N_` |
| Initial Util | `0.3056` |
| GPL Wtd Cong | `0.9729` |
| # resized after CTS | `0` |
| OpenROAD warning count | `29` |
| Buffers on Ports | `118` |
| Crit path buf inv count | `3` |
| Flop pwr share | `0.238` |
| Drt total wl | `46.54 mm` |
| Worst slew pin tran | `1052 ps` |
| Yosys Warn Count | `1` |
| Total grt overflow | `0` |
| Total vias in the final route | `11786` |
| Hold Slack | `488.3 ps` |
| Post-DRT Antenna Nets | `0` |
| Cells after Synth | `1452` |
| Clock share of power | `0.180` |
| Mapped Avg Cell Area | `7.289 sq um` |
| GRT Total Usage | `0.2637` |
| Cell taking the most area after synthesis | `dfrtp_1` |
| Max-Cap Viols | `0` |
| # DRC | `0` |
| Min-Delay Endpoint | `regB[30]$_DFFE_PP0P_` |
| Post-synth area from yosys stat | `10580 sq um` |
| Leak pwr | `5.355 nW` |
| Initial DRC Count | `1290` |
| Cells on Worst Hold Path | `2` |
| Clock latency (worst-skew pair) | `360 ps` |
| Die area | `36040 sq um` |
| Fin crit share | `0.7134` |
| Hold Path Class | `reg2reg` |
| Vias/cell | `5.986` |
| Maximum vdd drop | `0.06097 mV` |
## Yosys cell counts, types with 12 or more instances
master,number
a211oi_1,21
a21o_1,36
a21oi_1,141
a22oi_1,28
a311oi_1,19
a31oi_1,24
and3_1,16
buf_2,15
clkbuf_1,82
dfrtp_1,76
ha_1,70
inv_1,26
mux2_2,36
mux2i_1,44
nand2_1,190
nand2b_1,17
nand3_1,36
nor2_1,132
nor2b_1,12
nor3_1,38
o21a_1,12
o21ai_0,93
o221ai_1,12
o31ai_1,15
xnor2_1,42
xor2_1,37
## tightest hold or removal path: cells and delay by family, from the launching register on
| kind | cells | cell delay [ps] |
|---|---|---|
| DFF | 1 | 350 |
| and+or+nand+nor | 1 | 40 |
| AOI/OAI and AO/OA | 1 | 60 |
## sequential cells by signal, indices dropped and copies added (netlist names)
| register | flops |
|---|---|
| pc | 9 |
| regC | 3 |
| regA | 32 |
| regB | 32 |
## power by group through the flow
| stage | Clock (mW) | Combinational, mW | Sequential [mW] |
|---|---|---|---|
| finish | 0.235 | 0.757 | 0.310 |
| CTS | 0.240 | 0.751 | 0.309 |
| global route | 0.246 | 0.831 | 0.315 |
## through the flow
stage	setup slack (ps)	area, sq um	utilization	std cells
finish	4385	12480	0.3603	1969
global route	3887	12480	0.3603	1969
CTS	4566	12480	0.3603	1969
floorplan	6397	10580	-	1452
detailed placement	4216	12180	0.3516	1953
global placement	4444	12180	0.3516	1953
## layer usage
layer	wire length, um	global-route usage
met1	19390	0.3639
met3	3341	0.03352
met4	1906	0.09212
met5	0	0
met2	21900	0.4269
## kinds of logic (layout without fill, tap and decap cells)
family          count (synthesis)  count (layout)  share of synthesized area
simple gates                  506             506                     0.2226
compound gates                492             492                     0.3041
buf+inv                       144             206                    0.05863
mux                            83              83                    0.08346
xor+xnor                       80              80                    0.06691
flops                          76              76                     0.1797
fa+ha+maj                      71              71                    0.08464
## how the worst max path moves through the flow
stage     slack (ps)             from  depth (start not counted)             endpoint
6_report        4380  instruction[29]                         26  regC[1]$_DFFE_PP0N_
4_1_cts         4570  instruction[29]                         26  regC[1]$_DFFE_PP0N_
5_1_grt         3890  instruction[31]                         25  regC[1]$_DFFE_PP0N_
## final cells by class
cell class / instances / area (sq um)
Clock buffer: 10 / 229.0
Clock inverter: 6 / 71.32
Fill cell: 3588 / 22150
Inverter: 28 / 106.4
Multi-Input combinational cell: 1232 / 8103
Sequential cell: 76 / 1902
Tap cell: 455 / 569.3
Timing Repair Buffer: 162 / 1496
Power is estimated from default activity; no workload was simulated.
