$ cat ./run.sh
#!/bin/bash
# OpenROAD 26Q1-2900-gdf79404cd8, Yosys 0.63+post, stock flow scripts
make -C /OpenROAD-flow-scripts/flow DESIGN_CONFIG=/design/flow/config.mk WORK_HOME=/design/flow/orfs finish
$ cat ./config.mk
export PLATFORM = sky130hd
export DESIGN_NAME = xregf
export DESIGN_NICKNAME = xregf
export VERILOG_FILES = /design/flow/design.v
export SDC_FILE = /design/flow/constraint.sdc
export NUM_CORES = 4
export LEC_CHECK = 1
export CORE_UTILIZATION = 50
$ cat ./constraint.sdc
current_design xregf

set clk_period 4.4
set clk_io_pct 0.2

create_clock -name clk0 -period $clk_period [get_ports {clk}]

set non_clock_inputs [all_inputs -no_clocks]
set_input_delay [expr $clk_period * $clk_io_pct] -clock clk0 $non_clock_inputs
set_output_delay [expr $clk_period * $clk_io_pct] -clock clk0 [all_outputs]
$ cat ./design.v
`timescale 1ns / 1ps
module xregf (
	      input                    clk,
	      input                    sel,
	      input                    we,
	      input [4-1:0] addr,
	      input [32-1:0]      data_in,
	      output [32-1:0]     data_out
	      );
   reg [32-1:0]                   regf [2**4-1:0];
   assign data_out = sel? regf[addr] : 32'h0;
   always @ (posedge clk)
      if (sel && we)
	 regf[addr] <= data_in;
endmodule
==> CHANGELOG.md <==
### Physical design

- TritonCTS clock tree: done
- DRC: 0
- Top Layout Cells: edfxtp_1, clkdlybuf4s50_1, mux2i_1, mux2_2, mux4_2
- Max reg flops: 512
- Ao+oa area frac: 4.88%
- Routed Antenna Nets: 0
- Basic Gates by Area: less than 1%
- Initial antenna violation count: 0
- Total power: 9.91 mW
- Yosys chip area: around 0.020 mm2
- Biggest regs: regf x512
- CP delay by family, top: buffers and inverters
- Maximum VDD drop: 0.000336 V
- Crit Path Class: in -> out
- All-Layer GR Usage: between 20% and 30%
- Vias in the first global route: 10002
- Synth warn: 1
- Most common cell on crit path: clkdlybuf4s50_1
- Power per cell area: roughly 430 mW/mm2
- Type of the tightest min-delay check: in -> reg
- Fmax: ~0.25 GHz
- DP HPWL: 22.6 mm
- IO Port Bufs: 70
- CTS resizes: 0
- Outcome: finished, final reports clean
- Die Ht: 201 um
- Initial DRC count: 548
- Setup TNS: 0 ns
- Worst setup EP type: output port
- Vias: 9357
- Largest net degree at the start of global routing: ~80
- Cycle use final: between 90% and 100%
- Hold Fails Final Rpt: 0
- I/O Pins: 71
- Worst Path Buf+Inv: 3
- Layout cells sized above 1: between 20% and 30%
- Wire length per cell: between 20 and 30 um
- CTS root buffer: clkbuf_16
- Worst Path Required: 3.52 ns
- Leak: around 7.3 nW
- Unrepaired setup endpoints after global routing: no
- Die X: 201 um
- Hold-fix buffers at CTS: 0
- Worst path slowest cell: nor2b_4
- Count of cell types in the netlist: 26
- Mux share: approximately 14%
- Netlist Area Pre-Place: 0.0197 mm2
- Vias per cell: 5.90
- Largest stage delay, worst path: 0.73 ns
- Die Area: 0.0402 mm2
- Seq share, synth: between 70% and 80%
- Row count: 72
- # Cells Yosys: ~900
- Mapped Avg Cell Area: approximately 21 um2
- Critical Path AT: 3.18 ns
- Yosys xor share: 0%
- First-pass detailed-route iteration total: 5
- Routed WL: 41.1 mm
- GRT overflow: 0
- Syn Inst Count: 919
- Hold EP: regf[0][25]
- Max_slew headroom: between 40% and 50%
- Worst Hold Path Cells: 1
- Clk sinks: 512
- Routability congestion estimate: 0.775
- Clock-pin slew on the worst setup and hold paths: 0.06 ns
- Tool warning count: 25
- Reg with most FFs: regf
- Most frequent logic cell in the layout: edfxtp_1
- Main logic family: multiplexers
- Fin. max-slew vios: 0
- Final worst path period need: slightly above 4 ns
- Final setup fails: 0
- Max cap viols: 0
- Min-delay src: data_in[25]
- Cells along the critical path: clkdlybuf4s50_1, nor2b_4, buf_4, a22o_1, o31ai_1, clkdlybuf4s50_1
- Fin Hold WS: 1.22 ns
- Initial core utilization: just over 50%
- CP Launch Type: input pin
- CP max FO: 23
- Worst-Margin Slew: 0.892 ns
- First-pass GRT wire length: approximately 62 mm
- Synth flops: 512
- Area Growth Syn to Fin: 15.9%
- Diode count: 0
- Yosys adder share: 0%
- Num CTS Buffers: 51
- Core region area: 0.0387 mm2
- Max H-tree Level: 2
- Setup Buffers After CTS: 0
- Worst-case clock buffer depth: 3
-- routing by layer --
| metal | vias up | global-route usage, % | share of wire, % | wire (um) |
|---|---|---|---|---|
| li1 | 4119 | - | - | - |
| met1 | 4670 | 35.8 | 36 | 14900 |
| met2 | 487 | 34.5 | 48 | 19800 |
| met3 | 81 | 13.4 | 13 | 5360 |
| met4 | 0 | 4.55 | 2.4 | 976 |
| met5 | - | 0 | 0 | 0 |
-- cell usage after synthesis --
cell / n / share of area [%]
nand2b_1: 3 / 0.095
nand2_1: 3 / 0.057
a22oi_1: 32 / 1.2
buf_4: 2 / 0.076
buf_1: 2 / 0.038
or3_1: 1 / 0.032
clkbuf_1: 16 / 0.30
mux4_1: 7 / 0.93
nor2_1: 13 / 0.25
buf_8: 4 / 0.30
or2b_1: 1 / 0.038
nand4b_1: 2 / 0.089
and3_1: 1 / 0.032
o31ai_1: 32 / 1.2
mux2i_1: 64 / 3.3
buf_6: 13 / 0.74
mux4_2: 57 / 6.5
edfxtp_1: 512 / 78
a22o_1: 32 / 1.4
nor2b_1: 1 / 0.032
nor3_1: 4 / 0.10
o22ai_1: 32 / 1.0
buf_2: 19 / 0.48
nand4_1: 1 / 0.032
and3b_1: 1 / 0.044
mux2_2: 64 / 3.7
-- stage by stage --
step           cell area, um2  util, %  cells  setup slack, ns
5_1_grt                 22800     59.0   1587            0.201
3_3_place_gp            21300     55.1   1503            0.302
4_1_cts                 22800     59.0   1587            0.327
2_1_floorplan           19700        -    919           0.0997
6_report                22800     59.0   1587            0.345
3_5_place_dp            21300     55.1   1503            0.330
-- how the worst max path moves through the flow --
| stage | start | endpoint | slack, ns | cells past startpoint |
|---|---|---|---|---|
| after global routing | addr[3] | data_out[23] | 0.20 | 6 |
| after CTS | addr[3] | data_out[13] | 0.33 | 6 |
| final | addr[3] | data_out[16] | 0.34 | 6 |
-- where the power goes --
group,switching (mW),internal (mW)
clock network,1.67,2.29
registers,0.0110,5.43
logic,0.276,0.238
-- logic make-up after synthesis --
| group | Yosys count |
|---|---|
| AND-OR/OR-AND | 128 |
| buffers and inverters | 56 |
| flip-flops | 512 |
| multiplexers | 192 |
| AND/OR/NAND/NOR | 31 |
-- layout make-up --
| class | instances | area [um2] |
|---|---|---|
| flip-flops and latches | 512 | 15400 |
| fillers | 2797 | 15900 |
| well taps | 518 | 648 |
| clock inverters | 18 | 131 |
| repair buffers | 122 | 1220 |
| clock buffers | 66 | 1380 |
| multi-input cells | 351 | 4090 |
No activity file was given, so power comes from the tool's default toggle rates.
